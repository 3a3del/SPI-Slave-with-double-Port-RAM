[flow/design.v]
module RAM #(parameter MEM_DEPTH = 256, parameter ADDR_SIZE = 8)
(   input  [ADDR_SIZE-1:0] din_a,
    input  [ADDR_SIZE-1:0] din_b,
    input  [ADDR_SIZE-1:0] addr_a,
    input  [ADDR_SIZE-1:0] addr_b,
    input  clk,
    input  tx_en_b,
    input  rx_en_b,
    input  rst_n_b,
    input  tx_en_a,
    input  rx_en_a,
    input  rst_n_a,
    output reg [ADDR_SIZE-1:0] dout_a,
    output reg [ADDR_SIZE-1:0] dout_b,
    output reg tx_valid_a,
    output reg rx_valid_a,
    output reg tx_valid_b,
    output reg rx_valid_b
);
reg [ADDR_SIZE-1:0] mem [MEM_DEPTH-1:0];
always @(posedge clk or negedge rst_n_a) begin
    if (!rst_n_a) begin
        tx_valid_a <= 0;
        rx_valid_a <= 0;
        dout_a <= 0;
    end 
    else begin
        if (tx_en_a) begin
            dout_a <= mem[addr_a];
            tx_valid_a <= 1'b1;
            rx_valid_a <= 1'b0;
        end
        else if (rx_en_a) begin
            mem[addr_a] <= din_a;
            tx_valid_a <= 1'b0;
            rx_valid_a <= 1'b1;            
        end
        else begin
            tx_valid_a <= 1'b0;
            rx_valid_a <= 1'b0;          
        end
    end
end
always @(posedge clk or negedge rst_n_b) begin
    if (!rst_n_b) begin
        tx_valid_b<= 0;
        rx_valid_b <= 0;
        dout_b <= 0;
    end 
    else begin
        if (tx_en_b) begin
            dout_b <= mem[addr_b];
            tx_valid_b <= 1'b1;
            rx_valid_b <= 1'b0;
        end
        else if (rx_en_b) begin
            mem[addr_b] <= din_b;
            tx_valid_b <= 1'b0;
            rx_valid_b <= 1'b1;            
        end
        else begin
            tx_valid_b <= 1'b0;
            rx_valid_b <= 1'b0;          
        end
    end
end
endmodule
module spi #(parameter N = 2, parameter cpol = 0, parameter cpha = 0)
(
    input clk,  
    input startTx,
    input startRx,
    input [15:0] din,
    input which_slave_enabled,
    output reg [N-1 : 0] cs,  
    output reg mosi,
    output reg miso,
    output reg tx_done,
    output reg rx_done,
    output reg [15:0] bits_sent,    
    output sclk  
);
    integer count = 0;
    reg sclkt;
    generate
        if (cpol) begin
            initial sclkt = 1;
        end else begin
            initial sclkt = 0;
        end
    endgenerate
    always @(posedge clk) begin
        if (count < 5)
            count <= count + 1;
        else begin
            count  <= 0;
            sclkt  <= ~sclkt;
        end
    end
    assign sclk = sclkt;
    localparam idle = 0, start_tx = 1, send = 2, end_tx = 3, receive=4, end_rx = 5, start_rx = 6; 
    reg [3:0] state = idle;
    reg [15:0] temp;
    integer bitcount = 0;
    generate
        if (!cpha) begin
            always @(posedge sclkt) begin
                case(state)
                    idle: begin
                        mosi <= 1'b0;
                        temp <= 12'h000;
                        cs <= {N{1'b1}};
                        tx_done <= 1'b0; 
                        rx_done <= 1'b0; 
                        bits_sent <= 15'h000;  
                        if (startTx && !startRx)
                            state <= start_tx;
                        else if (!startTx && startRx)
                            state <= start_rx;
                        else
                            state <= idle;
                    end
                    start_tx: begin
                        case (which_slave_enabled)
                            1'b0: begin
                                cs <= 2'b10;
                            end
                            1'b1: begin
                                cs <= 2'b01;
                            end
                        endcase
                        mosi <= 1'b1;
                        miso <= 1'b0;
                        temp <= din;
                        state <= send;
                    end
                    start_rx: begin
                        case (which_slave_enabled)
                            1'b0: begin
                                cs <= 2'b10;
                            end
                            1'b1: begin
                                cs <= 2'b01;
                            end
                        endcase
                        mosi <= 1'b0;
                        miso  <= 1'b1;
                        state <= receive;
                    end
                    send: begin
                        if (bitcount <= 15) begin
                            bitcount <= bitcount + 1;
                            state <= send;
                        end else begin
                            bits_sent <= temp;
                            bitcount <= 0;
                            mosi <= 1'b0;
                            state <= end_tx;
                        end
                    end
                    receive: begin
                        if (bitcount <= 15) begin
                            bitcount <= bitcount + 1;
                            state <= receive;
                        end else begin
                            bits_sent <= din;
                            bitcount <= 0;
                            mosi <= 1'b0;
                            miso  <= 1'b0;
                            state <= end_rx;
                        end
                    end
                    end_tx: begin
                        cs <= {N{1'b1}};
                        tx_done <= 1'b1; 
                        state <= idle;
                    end
                    end_rx: begin
                        cs <= {N{1'b1}};
                        rx_done <= 1'b1; 
                        state <= idle;
                    end
                    default: state <= idle;
                endcase
            end
        end else begin
            always @(negedge sclkt) begin
                case(state)
                    idle: begin
                        mosi <= 1'b0;
                        temp <= 12'h000;
                        cs <= {N{1'b1}};
                        tx_done <= 1'b0; 
                        rx_done <= 1'b0; 
                        bits_sent <= 15'h000;  
                        if (startTx && !startRx)
                            state <= start_tx;
                        else if (!startTx && startRx)
                            state <= start_rx;
                        else
                            state <= idle;
                    end
                    start_tx: begin
                        case (which_slave_enabled)
                            1'b0: begin
                                cs <= 2'b10;
                            end
                            1'b1: begin
                                cs <= 2'b01;
                            end
                        endcase
                        mosi <= 1'b1;
                        miso  <= 1'b0;
                        temp <= din;
                        bits_sent <= din;  
                        state <= send;
                    end
                    start_rx: begin
                        case (which_slave_enabled)
                            1'b0: begin
                                cs <= 2'b10;
                            end
                            1'b1: begin
                                cs <= 2'b01;
                            end
                        endcase
                        mosi <= 1'b0;
                        miso  <= 1'b1;
                        state <= receive;
                    end
                    send: begin
                        if (bitcount <= 15) begin
                            bitcount <= bitcount + 1;
                            state <= send;
                        end else begin
                            bits_sent <= temp;
                            bitcount <= 0;
                            mosi <= 1'b0;
                            state <= end_tx;
                        end
                    end
                    receive: begin
                        if (bitcount <= 15) begin
                            bitcount <= bitcount + 1;
                            state <= receive;
                        end else begin
                            bits_sent <= din;
                            bitcount <= 0;
                            mosi <= 1'b0;
                            miso  <= 1'b0;
                            state <= end_rx;
                        end
                    end
                    end_tx: begin
                        cs <= {N{1'b1}};
                        tx_done <= 1'b1; 
                        state <= idle;
                    end
                    end_rx: begin
                        cs <= {N{1'b1}};
                        rx_done <= 1'b1; 
                        state <= idle;
                    end
                    default: state <= idle;
                endcase
            end
        end
    endgenerate
endmodule
module spi_ram_wrapper #(
    parameter N = 2,
    parameter cpol = 0,
    parameter cpha = 0,
    parameter MEM_DEPTH = 256,
    parameter ADDR_SIZE = 8
)(
    input clk,                       
    input startTx,                   
    input startRx,                   
    input which_slave_enabled,       
    input [2*ADDR_SIZE-1:0] spi_din, 
    input ram_rst_n_b,               
    input ram_rst_n_a,               
    output spi_mosi,                 
    output spi_miso,                 
    output [2*ADDR_SIZE-1:0] spi_bits_sent,  
    output [N-1:0] spi_cs            
);
    wire [ADDR_SIZE-1:0] ram_addr_b; 
    wire spi_tx_done;              
    wire spi_rx_done;              
    wire [ADDR_SIZE-1:0] ram_addr_a;  
    wire [ADDR_SIZE-1:0] ram_dout_a;  
    wire [ADDR_SIZE-1:0] ram_dout_b;  
    wire [ADDR_SIZE-1:0] ram_din_a; 
    wire [ADDR_SIZE-1:0] ram_din_b; 
    wire ram_tx_en_a;               
    wire ram_rx_en_a;               
    wire ram_tx_en_b;               
    wire ram_rx_en_b;               
    spi #(
        .N(N),
        .cpol(cpol),
        .cpha(cpha)
    ) spi_inst (
        .clk(clk),
        .startTx(startTx),
        .startRx(startRx),
        .din(spi_din),
        .which_slave_enabled(which_slave_enabled),
        .cs(spi_cs),
        .mosi(spi_mosi),
        .miso(spi_miso),
        .tx_done(spi_tx_done),
        .rx_done(spi_rx_done),
        .bits_sent(spi_bits_sent),
        .sclk(spi_sclk)  
    );
    RAM #(
        .MEM_DEPTH(MEM_DEPTH),
        .ADDR_SIZE(ADDR_SIZE)
    ) ram_inst (
        .din_a(spi_bits_sent[2*ADDR_SIZE-1:ADDR_SIZE]), 
        .din_b(spi_bits_sent[2*ADDR_SIZE-1:ADDR_SIZE]),
        .addr_a(spi_bits_sent[ADDR_SIZE-1:0]),
        .addr_b(spi_bits_sent[ADDR_SIZE-1:0]),
        .clk(spi_sclk),
        .tx_en_b(startTx && !which_slave_enabled),
        .rx_en_b(startRx && !which_slave_enabled),
        .rst_n_b(ram_rst_n_b),
        .tx_en_a(startTx && which_slave_enabled),
        .rx_en_a(startRx && which_slave_enabled),
        .rst_n_a(ram_rst_n_a),
        .dout_a(ram_dout_a),
        .dout_b(ram_dout_b),
        .tx_valid_a(ram_tx_en_a),
        .rx_valid_a(ram_rx_en_a),
        .tx_valid_b(ram_tx_en_b),
        .rx_valid_b(ram_rx_en_b)
    );
endmodule
[flow/run.sh]
#!/bin/bash
# OpenROAD 26Q1-2900-gdf79404cd8, Yosys 0.63+post, stock flow scripts
make -C /OpenROAD-flow-scripts/flow DESIGN_CONFIG=/design/flow/config.mk WORK_HOME=/design/flow/orfs finish
[flow/config.mk]
export PLATFORM = sky130hd
export DESIGN_NAME = spi_ram_wrapper
export DESIGN_NICKNAME = spi_ram_wrapper
export VERILOG_FILES = /design/flow/design.v
export SDC_FILE = /design/flow/constraint.sdc
export NUM_CORES = 4
export LEC_CHECK = 1
export CORE_UTILIZATION = 30
[flow/constraint.sdc]
current_design spi_ram_wrapper

set clk_period 6.3
set clk_io_pct 0.2

create_clock -name clk0 -period $clk_period [get_ports {clk}]

set non_clock_inputs [all_inputs -no_clocks]
set_input_delay [expr $clk_period * $clk_io_pct] -clock clk0 $non_clock_inputs
set_output_delay [expr $clk_period * $clk_io_pct] -clock clk0 [all_outputs]
==> flow_summary.ini <==
; flow metrics
[final_layout]
area.growth.synth_to_final_pct = 14.9
mi_logic_area_um2 = 2010
final_layout_top_logic_cells = edfxtp_1 (69), a21oi_1 (39), clkdlybuf4s50_1 (39)
finalCoreUtilization_pct = 35.5
layout_top_cell = edfxtp_1
post_route_cells_drive_above_1_share_pct = 3.45
flop_area_um2 = 2770
tally_of_filler_cells_in_the_layout = 1607
final_area_um2 = 5680
post_layout_nonfiller_instances = 709

[critical_path]
critical_path_peak_fanout = 18
r2r_start = spi_inst.count[18]
critical_path_required_ns = 6.32
reg2reg_depth = 4
startpoint_type = flop
worst-setup-path-type = flop to flop
end_kind = flop
ff_to_ff_setup_slack_ns = 3.85
critical_path_arrival_ns = 2.46
critical_register_to_register_path_endpoint = spi_inst.sclkt

[clock_network]
cts.htree.levels = 2
post_cts.resized_instances = 0
post_cts_hold_buffer_count = 0
path_clk_slew_ns = 0.05
cts_buffers = 5
clk_path_buf_depth = 2
post_cts_buffers = 0
cts_tree = yes
clock_insertion_delay_worst_skew_ns = 0.27
clk_root_buffer_cell = clkbuf_16

[placement]
numPortBuffers = 39
gpl_congestion = 0.788
dp_slack_ns = 3.80
dpl-instance-area_um2 = 5550
place_hpwl_um = 6550
placedCellCount = 701

[die]
die.size.y_um = 130
num_io_pins = 42
floorplanUtilization_pct = 30.9
die_area_um2 = 17000
die_w_um = 130
rows = 46
core_region_area_um2 = 16000

[drt]
drtAntennaViolNets = 0
avgRoutedWirePerCell_um = 13.3
routed_wl_um = 9420
insertedDiodeCount = 0
initialDrtViolationCount = 258
route.detailed.vias_per_inst = 5.17
detail_route.drc_violations = 0
drt-pass1-iter-count = 5
routed-via-count = 3666

[pwr]
pwr_density_cell_nw_per_um2 = 79.2
vdd.ir_drop.worst_mv = 0.177
leakage_nw = 1.96

[synth]
edf_count = 69
yosys.cell_types.count = 39
mappedNetlistArea_um2 = 4940
yosys_warnings = 4
yosysTopAreaCellShare_pct = 41.9
avgSynthCellArea_um2 = 10.5
synth.top_cells.by_area = edfxtp_1 (42%), dfxtp_1 (14%), a21oi_1 (3.9%), or4_1 (3.3%), a22o_1 (2.8%)
yosys.stat.seqShare_pct = 56.1
ys_cells = 469
yosys_area_um2 = 4940
synth-seq-cells = 104
ys.flop_type = edfxtp_1
cells_after_synth = 469
synthArstFlopShare_pct = 0
cell_accounting_for_the_most_synthesized_area = edfxtp_1

[global_routing]
antenna_found_initial = 0
grt.total_usage_pct = 11.7
grt_first_pass_wirelength_um = 15700
grt_max_degree = 72
grt_overflow_total = 0
grt_pass1_vias = 3347

[run]
stage_log_warnings = 28
maxCapViolations = 0

[sta]
period_minus_ws_final_ns = 2.45
final.setup.tns_ns = 0
timing_hold_violations_final = 0
fin_skew_ns = 0.00447
setup-violations-final = 0
number_of_register_pins_that_no_clock_reaches = 71
timing.slew.headroom_pct = 46.4
grt_setup_unrepaired = false
layout_setup_ws_ns = 3.85
number_of_unconstrained_endpoints = 159
final_slew_viol_count = 0
timing_worst_slew_pin_value_ns = 0.804
final_min_period_over_clock_period_pct = 38.8
max_freq_mhz = 409

[min_path]
holdCritPathClass = flop to flop
hold-path-cell-count = 1
timing.hold.worst_endpoint = spi_inst.count[0]
hp-start = spi_inst.count[0]

[outcome]
outcome = finished clean
-- worst max-delay path by stage --
stage             startpoint              to  slack [ns]  cells past startpoint
4_1_cts   spi_inst.count[18]  spi_inst.sclkt        3.81                      4
5_1_grt   spi_inst.count[18]  spi_inst.sclkt        3.72                      4
6_report  spi_inst.count[18]  spi_inst.sclkt        3.85                      4
-- per-stage QoR --
step / hold WS (ns) / power [mW]
CTS: 0.486 / 0.455
finish: 0.484 / 0.450
detailed placement: 0.474 / 0.231
floorplan: 0.441 / 0.217
global route: 0.502 / 0.465
global placement: 0.460 / 0.231
-- Yosys cell counts, types with 2 or more instances --
library cell / instances
edfxtp_1: 69
a21oi_1: 39
dfxtp_1: 35
nor2_1: 33
clkbuf_1: 26
nand3_1: 23
and3_1: 22
or4_1: 22
o21ai_0: 18
nand2_1: 17
or3_1: 17
a22o_1: 16
nand4_1: 16
o31ai_1: 16
inv_1: 15
xor2_1: 13
nor4_1: 12
nor3_1: 11
xnor2_1: 11
and4_1: 10
nor2b_1: 5
and2_1: 3
ha_1: 3
buf_2: 2
-- power by group --
| part | total [mW] | leakage, nW | switching (mW) | internal (mW) |
|---|---|---|---|---|
| clock | 0.223 | 0.0652 | 0.0768 | 0.146 |
| sequential | 0.211 | 0.961 | 0 | 0.211 |
| combinational | 0.0162 | 0.933 | 0.00452 | 0.0117 |
-- metal layers --
metal  part of all wire (%)  GRT usage [%]  vias to the layer above
met4                      0          0.406                        0
met1                     48           18.4                     1750
met2                     47           18.5                       74
met5                      0              0                        -
li1                       -              -                     1842
met3                    4.5           2.13                        0
-- cell families (layout without fill, tap and decap cells) --
kind of cell               after synthesis  in the layout  share of synthesized area [%]
adders and majority gates                3              3                          0.759
and+or+nand+nor                        195            195                           22.5
xor gates and xnor gates                24             24                           4.25
buffers and inverters                   44             68                           3.54
AOI/OAI and AO/OA                       99             99                           12.9
DFF                                    104            104                           56.1
-- layout make-up --
cell class,instances,share of cell area (%)
multi-input cells,321,35.4
flip-flops and latches,104,48.8
inverters,15,0.991
well taps,216,4.76
repair buffers,45,7.66
clock buffers,8,2.40
-- sequential cells by signal, summed over array words and instances, names as in the netlist --
name                flops
spi_inst.cs             2
spi_inst.miso           1
spi_inst.mosi           1
spi_inst.state          3
spi_inst.count         32
spi_inst.bits_sent     16
spi_inst.temp          16
spi_inst.bitcount      32
spi_inst.sclkt          1
-- critical path, stage by stage, from the launching register on --
cell       delay (ns)
dfxtp_1          0.35
or4_1            0.52
a2111oi_0        0.50
a41oi_2          0.46
buf_4            0.36
Power figures rest on the tool's default switching activity, not on a simulated workload.
